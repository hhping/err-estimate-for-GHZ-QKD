--- ./config.mk ---
export PLATFORM = sky130hd
export DESIGN_NAME = cntlz64Reg
export DESIGN_NICKNAME = cntlz64Reg
export VERILOG_FILES = /design/flow/design.v
export SDC_FILE = /design/flow/constraint.sdc
export NUM_CORES = 4
export LEC_CHECK = 1
export CORE_AREA = 10 10 107 107
export DIE_AREA = 0 0 117 117
export SYNTH_MEMORY_MAX_BITS = 65536
--- ./constraint.sdc ---
current_design cntlz64Reg

set clk_period 3.4
set clk_io_pct 0.2

create_clock -name clk0 -period $clk_period [get_ports {clk}]

set non_clock_inputs [all_inputs -no_clocks]
set_input_delay [expr $clk_period * $clk_io_pct] -clock clk0 $non_clock_inputs
set_output_delay [expr $clk_period * $clk_io_pct] -clock clk0 [all_outputs]
--- ./design.v ---
`timescale 1ns / 1ps
module cntlz8(
    input [7:0] i,
    output reg [3:0] o
);
  always @(i)
    case (i)
    8'b00000000:  o = 8;
    8'b00000001:  o = 7;
    8'b00000010:  o = 6;
    8'b00000011:  o = 6;
    8'b00000100:  o = 5;
    8'b00000101:  o = 5;
    8'b00000110:  o = 5;
    8'b00000111:  o = 5;
    8'b00001000:  o = 4;
    8'b00001001:  o = 4;
    8'b00001010:  o = 4;
    8'b00001011:  o = 4;
    8'b00001100:  o = 4;
    8'b00001101:  o = 4;
    8'b00001110:  o = 4;
    8'b00001111:  o = 4;
    8'b00010000:  o = 3;
    8'b00010001:  o = 3;
    8'b00010010:  o = 3;
    8'b00010011:  o = 3;
    8'b00010100:  o = 3;
    8'b00010101:  o = 3;
    8'b00010110:  o = 3;
    8'b00010111:  o = 3;
    8'b00011000:  o = 3;
    8'b00011001:  o = 3;
    8'b00011010:  o = 3;
    8'b00011011:  o = 3;
    8'b00011100:  o = 3;
    8'b00011101:  o = 3;
    8'b00011110:  o = 3;
    8'b00011111:  o = 3;
    8'b00100000:  o = 2;
    8'b00100001:  o = 2;
    8'b00100010:  o = 2;
    8'b00100011:  o = 2;
    8'b00100100:  o = 2;
    8'b00100101:  o = 2;
    8'b00100110:  o = 2;
    8'b00100111:  o = 2;
    8'b00101000:  o = 2;
    8'b00101001:  o = 2;
    8'b00101010:  o = 2;
    8'b00101011:  o = 2;
    8'b00101100:  o = 2;
    8'b00101101:  o = 2;
    8'b00101110:  o = 2;
    8'b00101111:  o = 2;
    8'b00110000:  o = 2;
    8'b00110001:  o = 2;
    8'b00110010:  o = 2;
    8'b00110011:  o = 2;
    8'b00110100:  o = 2;
    8'b00110101:  o = 2;
    8'b00110110:  o = 2;
    8'b00110111:  o = 2;
    8'b00111000:  o = 2;
    8'b00111001:  o = 2;
    8'b00111010:  o = 2;
    8'b00111011:  o = 2;
    8'b00111100:  o = 2;
    8'b00111101:  o = 2;
    8'b00111110:  o = 2;
    8'b00111111:  o = 2;
    8'b01000000:  o = 1;
    8'b01000001:  o = 1;
    8'b01000010:  o = 1;
    8'b01000011:  o = 1;
    8'b01000100:  o = 1;
    8'b01000101:  o = 1;
    8'b01000110:  o = 1;
    8'b01000111:  o = 1;
    8'b01001000:  o = 1;
    8'b01001001:  o = 1;
    8'b01001010:  o = 1;
    8'b01001011:  o = 1;
    8'b01001100:  o = 1;
    8'b01001101:  o = 1;
    8'b01001110:  o = 1;
    8'b01001111:  o = 1;
    8'b01010000:  o = 1;
    8'b01010001:  o = 1;
    8'b01010010:  o = 1;
    8'b01010011:  o = 1;
    8'b01010100:  o = 1;
    8'b01010101:  o = 1;
    8'b01010110:  o = 1;
    8'b01010111:  o = 1;
    8'b01011000:  o = 1;
    8'b01011001:  o = 1;
    8'b01011010:  o = 1;
    8'b01011011:  o = 1;
    8'b01011100:  o = 1;
    8'b01011101:  o = 1;
    8'b01011110:  o = 1;
    8'b01011111:  o = 1;
    8'b01100000:  o = 1;
    8'b01100001:  o = 1;
    8'b01100010:  o = 1;
    8'b01100011:  o = 1;
    8'b01100100:  o = 1;
    8'b01100101:  o = 1;
    8'b01100110:  o = 1;
    8'b01100111:  o = 1;
    8'b01101000:  o = 1;
    8'b01101001:  o = 1;
    8'b01101010:  o = 1;
    8'b01101011:  o = 1;
    8'b01101100:  o = 1;
    8'b01101101:  o = 1;
    8'b01101110:  o = 1;
    8'b01101111:  o = 1;
    8'b01110000:  o = 1;
    8'b01110001:  o = 1;
    8'b01110010:  o = 1;
    8'b01110011:  o = 1;
    8'b01110100:  o = 1;
    8'b01110101:  o = 1;
    8'b01110110:  o = 1;
    8'b01110111:  o = 1;
    8'b01111000:  o = 1;
    8'b01111001:  o = 1;
    8'b01111010:  o = 1;
    8'b01111011:  o = 1;
    8'b01111100:  o = 1;
    8'b01111101:  o = 1;
    8'b01111110:  o = 1;
    8'b01111111:  o = 1;
    8'b10000000:  o = 0;
    8'b10000001:  o = 0;
    8'b10000010:  o = 0;
    8'b10000011:  o = 0;
    8'b10000100:  o = 0;
    8'b10000101:  o = 0;
    8'b10000110:  o = 0;
    8'b10000111:  o = 0;
    8'b10001000:  o = 0;
    8'b10001001:  o = 0;
    8'b10001010:  o = 0;
    8'b10001011:  o = 0;
    8'b10001100:  o = 0;
    8'b10001101:  o = 0;
    8'b10001110:  o = 0;
    8'b10001111:  o = 0;
    8'b10010000:  o = 0;
    8'b10010001:  o = 0;
    8'b10010010:  o = 0;
    8'b10010011:  o = 0;
    8'b10010100:  o = 0;
    8'b10010101:  o = 0;
    8'b10010110:  o = 0;
    8'b10010111:  o = 0;
    8'b10011000:  o = 0;
    8'b10011001:  o = 0;
    8'b10011010:  o = 0;
    8'b10011011:  o = 0;
    8'b10011100:  o = 0;
    8'b10011101:  o = 0;
    8'b10011110:  o = 0;
    8'b10011111:  o = 0;
    8'b10100000:  o = 0;
    8'b10100001:  o = 0;
    8'b10100010:  o = 0;
    8'b10100011:  o = 0;
    8'b10100100:  o = 0;
    8'b10100101:  o = 0;
    8'b10100110:  o = 0;
    8'b10100111:  o = 0;
    8'b10101000:  o = 0;
    8'b10101001:  o = 0;
    8'b10101010:  o = 0;
    8'b10101011:  o = 0;
    8'b10101100:  o = 0;
    8'b10101101:  o = 0;
    8'b10101110:  o = 0;
    8'b10101111:  o = 0;
    8'b10110000:  o = 0;
    8'b10110001:  o = 0;
    8'b10110010:  o = 0;
    8'b10110011:  o = 0;
    8'b10110100:  o = 0;
    8'b10110101:  o = 0;
    8'b10110110:  o = 0;
    8'b10110111:  o = 0;
    8'b10111000:  o = 0;
    8'b10111001:  o = 0;
    8'b10111010:  o = 0;
    8'b10111011:  o = 0;
    8'b10111100:  o = 0;
    8'b10111101:  o = 0;
    8'b10111110:  o = 0;
    8'b10111111:  o = 0;
    8'b11000000:  o = 0;
    8'b11000001:  o = 0;
    8'b11000010:  o = 0;
    8'b11000011:  o = 0;
    8'b11000100:  o = 0;
    8'b11000101:  o = 0;
    8'b11000110:  o = 0;
    8'b11000111:  o = 0;
    8'b11001000:  o = 0;
    8'b11001001:  o = 0;
    8'b11001010:  o = 0;
    8'b11001011:  o = 0;
    8'b11001100:  o = 0;
    8'b11001101:  o = 0;
    8'b11001110:  o = 0;
    8'b11001111:  o = 0;
    8'b11010000:  o = 0;
    8'b11010001:  o = 0;
    8'b11010010:  o = 0;
    8'b11010011:  o = 0;
    8'b11010100:  o = 0;
    8'b11010101:  o = 0;
    8'b11010110:  o = 0;
    8'b11010111:  o = 0;
    8'b11011000:  o = 0;
    8'b11011001:  o = 0;
    8'b11011010:  o = 0;
    8'b11011011:  o = 0;
    8'b11011100:  o = 0;
    8'b11011101:  o = 0;
    8'b11011110:  o = 0;
    8'b11011111:  o = 0;
    8'b11100000:  o = 0;
    8'b11100001:  o = 0;
    8'b11100010:  o = 0;
    8'b11100011:  o = 0;
    8'b11100100:  o = 0;
    8'b11100101:  o = 0;
    8'b11100110:  o = 0;
    8'b11100111:  o = 0;
    8'b11101000:  o = 0;
    8'b11101001:  o = 0;
    8'b11101010:  o = 0;
    8'b11101011:  o = 0;
    8'b11101100:  o = 0;
    8'b11101101:  o = 0;
    8'b11101110:  o = 0;
    8'b11101111:  o = 0;
    8'b11110000:  o = 0;
    8'b11110001:  o = 0;
    8'b11110010:  o = 0;
    8'b11110011:  o = 0;
    8'b11110100:  o = 0;
    8'b11110101:  o = 0;
    8'b11110110:  o = 0;
    8'b11110111:  o = 0;
    8'b11111000:  o = 0;
    8'b11111001:  o = 0;
    8'b11111010:  o = 0;
    8'b11111011:  o = 0;
    8'b11111100:  o = 0;
    8'b11111101:  o = 0;
    8'b11111110:  o = 0;
    8'b11111111:  o = 0;
    endcase
endmodule
module cntlz16(
  input [15:0] i,
  output [4:0] o
);
  wire [3:0] cnt1, cnt2;
  cntlz8 u1 (i[ 7:0],cnt1);
  cntlz8 u2 (i[15:8],cnt2);
  assign o = cnt2[3] ? cnt1 + 4'h8 : cnt2;
endmodule
module cntlz24(
  input [23:0] i,
  output [4:0] o
);
  wire [3:0] cnt1, cnt2, cnt3;
  cntlz8 u1 (i[ 7: 0],cnt1);
  cntlz8 u2 (i[15: 8],cnt2);
  cntlz8 u3 (i[23:16],cnt3);
  assign o =
    !cnt3[3] ? cnt3 :
    !cnt2[3] ? cnt2 + 5'd8 :
     cnt1 + 5'd16;
endmodule
module cntlz32(
  input [31:0] i,
  output [5:0] o
);
  wire [3:0] cnt1, cnt2, cnt3, cnt4;
  cntlz8 u1 (i[ 7: 0],cnt1);
  cntlz8 u2 (i[15: 8],cnt2);
  cntlz8 u3 (i[23:16],cnt3);
  cntlz8 u4 (i[31:24],cnt4);
  assign o =
    !cnt4[3] ? cnt4 :
    !cnt3[3] ? cnt3 + 6'd8 :
    !cnt2[3] ? cnt2 + 6'd16 :
     cnt1 + 6'd24;
endmodule
module cntlz48(
  input [47:0] i,
  output [5:0] o
);
  wire [4:0] cnt1, cnt2, cnt3;
  cntlz16 u1 (i[15: 0],cnt1);
  cntlz16 u2 (i[31:16],cnt2);
  cntlz16 u3 (i[47:32],cnt3);
  assign o =
    !cnt3[4] ? cnt3 :
    !cnt2[4] ? cnt2 + 7'd16 :
     cnt1 + 7'd32;
endmodule
module cntlz64(
  input [63:0] i,
  output [6:0] o
);
  wire [4:0] cnt1, cnt2, cnt3, cnt4;
  cntlz16 u1 (i[15: 0],cnt1);
  cntlz16 u2 (i[31:16],cnt2);
  cntlz16 u3 (i[47:32],cnt3);
  cntlz16 u4 (i[63:48],cnt4);
  assign o =
    !cnt4[4] ? cnt4 :
    !cnt3[4] ? cnt3 + 7'd16 :
    !cnt2[4] ? cnt2 + 7'd32 :
     cnt1 + 7'd48;
endmodule
module cntlz32Reg(
  input clk,
  input ce,
  input [31:0] i,
  output reg [5:0] o
);
  wire [5:0] o1;
  cntlz32 u1 (i,o1);
  always @(posedge clk)
    if (ce) o <= o1;
endmodule
module cntlz64Reg(
  input clk,
  input ce,
  input [63:0] i,
  output reg [6:0] o
);
  wire [6:0] o1;
  cntlz64 u1 (i,o1);
  always @(posedge clk)
    if (ce) o <= o1;
endmodule
module cntlo8(
  input [7:0] i,
  output [3:0] o
);
  cntlz8 u1 (~i,o);
endmodule
module cntlo16(
  input [15:0] i,
  output [4:0] o
);
  cntlz16 u1 (~i,o);
endmodule
module cntlo32(
  input [31:0] i,
  output [5:0] o
);
  cntlz32 u1 (~i,o);
endmodule
module cntlo48(
  input [47:0] i,
  output [5:0] o
);
  cntlz48 u1 (~i,o);
endmodule
module cntlo64(
  input [63:0] i,
  output [6:0] o
);
  cntlz64 u1 (~i,o);
endmodule
--- ./run.sh ---
#!/bin/bash
# OpenROAD 26Q1-2900-gdf79404cd8, Yosys 0.63+post, stock flow scripts
make -C /OpenROAD-flow-scripts/flow DESIGN_CONFIG=/design/flow/config.mk WORK_HOME=/design/flow/orfs finish
==> results.yml <==
# generated from flow reports
placed_design:
  portBuffers: 72
  dpl.hpwl_um: 3920
  finalWeightedCongestion: 0.788
status:
  status: "completed"
synthesis:
  ys_warn_count: 2
  ys_ff: 7
  syn_area_per_cell_sq_um: 6.99
  synth_top_flop_cell: "edfxtp_1"
  syn-instance-count: 146
  async_flop_share_pct: 0
  edf_count: 7
  ys_seq_share_pct: 20.6
  area_leaders: "edfxtp_1, a21oi_1, nor2_1, nor4_4, nor3_1"
  synth_area_sq_um: 1020
  top_cell_area_share_pct: 20.6
  synth_chip_area_sq_um: 1020
  synth_cell_types: 31
  ys_cells: 146
  largest_area_cell: "edfxtp_1"
critical_path:
  critical_path_class: "in -> reg"
  crit_path_max_fanout: 4
  slowest_stage: "or4_4"
  path_cells: "clkdlybuf4s50_1 -> or4_4 -> nand2b_4 -> nor3b_1 -> a21oi_1 -> o221ai_1"
  slowest_delay_ps: 500
  start_kind: "primary input"
  endpoint_kind: "register"
  crit_buf_inv: 1
  cp.arrival_ps: 2300
  required_ps: 3350
  crit_family: "simple AND/OR/NAND/NOR gates"
layout:
  drive_above_1_share_pct: 6.31
  largest_reg_flops: 7
  fill_cells: 1011
  reg_top3: "o x7"
  lay_top_cells: "clkdlybuf4s50_1, a21oi_1, nor2_1"
  lay_top_count: "clkdlybuf4s50_1"
  max_flop_register: "o"
  synthToLayoutAreaGrowth_pct: 88.6
  post-route-util_pct: 20.9
clock_tree:
  cts_hold_buf: 0
  postCtsSetupBuffers: 0
  cts_buffers: 3
  cts_tree: "yes"
  cts_max_level: 1
  clockBufferDepth: 2
  cts_resized: 0
  cts_root_buf: "clkbuf_8"
  clock-sinks: 7
  clk_pin_slew_ps: 40
power:
  irDropWorstVdd_v: 0.0000948
  p_per_area_nw_per_um2: 195
  power.leakage_uw: 0.000632
die:
  rows: 35
  fp.dieW_um: 117
  die_h_um: 117
  pin_count: 73
  core_area_sq_um: 9200
  chip_area_sq_um: 13700
  floorplan.core_util_pct: 11.1
detailed_routing:
  postRouteAntennaNets: 0
  dr_total_vias: 1339
  drt_iter0_drc: 75
  wl_per_cell_um: 12.8
  num_antenna_cells: 0
  routed_wl_um: 4270
  viasPerCell: 4.02
  drt_pass1_iterations: 4
  post-route-drc-count: 0
timing:
  fin_setup_tns_ps: 0
  hold_viol: 0
  final_max_slew_viol_count: 0
  rsz0062_at_grt: "no"
  slew_headroom_pct: 67.5
  worst_pin_slew_ps: 484
  max_freq_mhz: 425
  finalCritPeriodShare_pct: 69.2
  fin_crit_ps: 2350
  setup_violations: 0
run:
  drv_cap: 0
  warnings: 25
global_route:
  grt_pass1_wl_um: 6650
  grt_overflow_total: 0
  antenna_found_initial: 0
  grt_max_degree: 8
  grt_pass1_vias: 1414
  grt.total_usage_pct: 6.17
hold_path:
  min_path_type: "in -> reg"
## through the flow
| stage | worst slack [ps] | hold WS [ps] | cells | cell area [sq um] | total power, uW |
|---|---|---|---|---|---|
| 6_report | 1050 | 1270 | 333 | 1930 | 375 |
| 5_1_grt | 819 | 1300 | 333 | 1930 | 400 |
| 4_1_cts | 999 | 1280 | 333 | 1930 | 379 |
| 3_5_place_dp | 781 | 1450 | 329 | 1880 | 263 |
| 3_3_place_gp | 773 | 1440 | 329 | 1880 | 261 |
| 2_1_floorplan | 1400 | 792 | 146 | 1020 | 141 |
## power breakdown
| group | leakage (uW) | internal (uW) | switching [uW] |
|---|---|---|---|
| Combinational | 0.000543 | 97.1 | 61.1 |
| Clock | 0.0000228 | 80.8 | 33.0 |
| Sequential | 0.0000668 | 101 | 1.97 |
## cell families (layout without fill, tap and decap cells)
kind of cell / after synthesis / after routing / share of synthesized area, %
buffers and inverters: 14 / 90 / 5.15
DFF: 7 / 7 / 20.6
and+or+nand+nor: 73 / 73 / 43.6
AOI/OAI and AO/OA: 52 / 52 / 30.6
## synth_stat cells, types with 2 or more instances
cell	number
a21oi_1	26
nor2_1	23
inv_1	14
nor3_1	14
nand2_1	12
edfxtp_1	7
o21ai_0	7
nor4_1	5
nor4_4	4
o31ai_1	4
o21bai_1	3
a221oi_1	2
nand3_1	2
nor2b_1	2
nor4_2	2
o21ai_1	2
o221ai_1	2
o31a_1	2
## layer usage
layer  global-route usage, %  wire (um)
met3                    2.89        452
met4                  0.0824          2
met1                    7.76       1900
met2                    10.0       1920
met5                       0          0
## worst paths after layout
check	from	endpoint	slack (ps)	cells after the start
worst max-delay path	i[37]	o[0]$_DFFE_PP_	1050	6
worst min-delay path	ce	o[4]$_SDFFCE_PN0P_	1270	1
## final cells by class
class	instances	area (sq um)	share of cell area, %
Clock buffer	4	45.0	2.34
Tap cell	111	139	7.21
Sequential cell	7	210	10.9
Multi-Input combinational cell	125	758	39.4
Inverter	14	52.6	2.73
Timing Repair Buffer	72	721	37.4
Power figures rest on the tool's default switching activity, not on a simulated workload.
