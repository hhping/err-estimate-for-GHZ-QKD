$ cat config.mk
export PLATFORM = sky130hd
export DESIGN_NAME = alt_cal_s1
export DESIGN_NICKNAME = alt_cal_s1
export VERILOG_FILES = /design/flow/design.v
export SDC_FILE = /design/flow/constraint.sdc
export NUM_CORES = 4
export LEC_CHECK = 1
export CORE_UTILIZATION = 40
$ cat constraint.sdc
current_design alt_cal_s1

set clk_period 14.2
set clk_io_pct 0.2

create_clock -name clk0 -period $clk_period [get_ports {clk}]

set non_clock_inputs [all_inputs -no_clocks]
set_input_delay [expr $clk_period * $clk_io_pct] -clock clk0 $non_clock_inputs
set_output_delay [expr $clk_period * $clk_io_pct] -clock clk0 [all_outputs]
$ cat design.v
`timescale 1ns / 1ns
module alt_cal_s1
#(
   parameter s1_coef1 = 32'b1_1100_1100_1101_0010_1010_0001_1110,  
   parameter s1_coef2 = 32'b101_0101_0101_0101_0111_0001,  
   parameter s1_coef3 = 32'b11_0001_0100_1101_0110_0101_0011_0110,  
   parameter recip_s1_amp = 6'd48,
   parameter s1_coef_amp = 6'd22
)
(
   input  wire [00:0] rst      ,
   input  wire [00:0] clk      ,
   input  wire [00:0] i_start  ,
   input wire  [20:0] i_nv     ,
   input wire  [24:0] i_nu     ,
   input wire  [20:0] i_no     ,
   output reg  [00:0] o_s1_busy,
   output reg  [31:0] o_s1     ,
   output reg  [00:0] o_s1_vld ,
   output reg  [00:0] o_s1_error
);
reg [50:0]  k0xnv;
reg [50:0]  k1xnu;
reg [50:0]  k2xno;
reg k0xnv_cpld,k1xnu_cpld,k2xno_cpld;
always@(posedge clk)
    if(rst) k0xnv <= 51'h0;
    else if(i_start) k0xnv[50:0] <= i_nv[20:0]*s1_coef1;
    else k0xnv[50:0] <= k0xnv[50:0];
always@(posedge clk)
    if(rst) k1xnu[50:0] <= 51'h0;
    else if(i_start) k1xnu[50:0] <= i_nu[24:0]*s1_coef2;
    else k1xnu[50:0] <= k1xnu[50:0];
always@(posedge clk)
    if(rst) k2xno[50:0] <= 51'h0;
    else if(i_start) k2xno[50:0] <= i_no[20:0]*s1_coef3;
    else k2xno[50:0] <= k2xno[50:0];
always@(posedge clk)
    if(rst) k0xnv_cpld <= 1'h0;
    else k0xnv_cpld <= i_start;
wire [51:0]add_res0,add_res1;
wire       add_res0_vld,add_res1_vld;
qadd #(.Q(1),.N(52))qadd_inst0
(
    .rst           (rst),
    .clk           (clk),
    .i_start       (k0xnv_cpld),
    .addend        ({1'b0,k0xnv}),
    .adder         ({1'b1,k1xnu}),
    .add_res       (add_res0),
    .add_res_vld   (add_res0_vld)
 );
qadd #(.Q(1),.N(52))qadd_inst1
(
    .rst           (rst),
    .clk           (clk),
    .i_start       (add_res0_vld),
    .addend        (add_res0),
    .adder         ({1'b1,k2xno}),
    .add_res       (add_res1),
    .add_res_vld   (add_res1_vld)
 );
reg [31:0] div,a;
reg        div_vld;
always@(posedge clk)
    if(rst)
        div <= 'h0;
    else if(add_res1_vld)
        div <=  add_res1[51:s1_coef_amp]; 
     else
         div <= div;
always@(posedge clk) div_vld <= add_res1_vld;
reg add_res1_vld_reg;
always@(posedge clk)
    if(rst)begin
    	  o_s1 <= 'h0;
    	  o_s1_vld <= 1'b0;
    end else if(add_res1[51])begin
    	  o_s1 <= 'h0;
    	  o_s1_vld <= div_vld;    	
    end else begin
    	  o_s1 <= div;
    	  o_s1_vld <= div_vld;     	
    end
always@(posedge clk)
    if(rst) o_s1_busy <= 1'b0;
    else if(i_start) o_s1_busy <= 1'b1;
    else if(add_res1_vld) o_s1_busy <= 1'b0;
    else  o_s1_busy <= o_s1_busy;
always@(posedge clk)
    if(rst) o_s1_error <= 1'b0;
    else if(i_start) o_s1_error <= 1'b0;
    else if( (add_res1_vld&&add_res1[51]) || (add_res0_vld&&add_res0[51]))
        o_s1_error <= 1'b1;
    else if(add_res0_vld&&add_res0[50:0]==0)
        o_s1_error <= 1'b1;
    else o_s1_error <= o_s1_error;
endmodule
`timescale 1ns / 1ps
module qadd
#(
    parameter Q = 23,
    parameter N = 32
)
(
    input  wire         clk        ,
    input  wire         rst        ,
    input  wire         i_start    ,
    input  wire [N-1:0] addend     ,
    input  wire [N-1:0] adder      ,
    output wire [N-1:0] add_res    ,
    output wire         add_res_vld
);
reg [N-1:0] res;
reg         res_vld;
assign add_res = res;
assign add_res_vld = res_vld;
always @(posedge clk) begin
if(rst)begin
    res[N-1:0] <= {N{1'b0}};
    res_vld    <= 1'b0;
end else if(i_start) begin
    res_vld <= 1'b1;
    if(addend[N-1] == adder[N-1]) begin            
        res[N-2:0] = addend[N-2:0] + adder[N-2:0];
        res[N-1] = addend[N-1];
    end else if(addend[N-1] == 0 && adder[N-1] == 1) begin
        if( addend[N-2:0] > adder[N-2:0] ) begin
            res[N-2:0] = addend[N-2:0] - adder[N-2:0];
            res[N-1] = 0;
        end else begin
            res[N-2:0] = adder[N-2:0] - addend[N-2:0];
            if (res[N-2:0] == 0)
                res[N-1] = 0;
            else
                res[N-1] = 1;
        end
    end else begin
        if( addend[N-2:0] > adder[N-2:0] ) begin
            res[N-2:0] = addend[N-2:0] - adder[N-2:0];
            if (res[N-2:0] == 0)
              res[N-1] = 0;
            else
              res[N-1] = 1;
        end else begin
            res[N-2:0] = adder[N-2:0] - addend[N-2:0];
            res[N-1] = 0;
        end
    end
end else begin
    res[N-1:0] <= res[N-1:0]; 
    res_vld    <= 1'b0;
end end
endmodule
$ cat run.sh
#!/bin/bash
# OpenROAD 26Q1-2900-gdf79404cd8, Yosys 0.63+post, stock flow scripts
make -C /OpenROAD-flow-scripts/flow DESIGN_CONFIG=/design/flow/config.mk WORK_HOME=/design/flow/orfs finish
==> flow_summary.yaml <==
# implementation run metrics
yosys:
  topCombFamilyByArea: "adder cells"
  aoi_share: 0.163
  ys_seq_frac: 0.109
  synthXorXnorAreaFrac: 0.0401
  ys_area_um2: 54400
  syn-cell-area_um2: 54400
  ys_types: 95
  synthCells: 6361
  ys_ff: 296
  edf_count: 0
  yosysCellCount: 6361
  yosysWarnings: 2
  ys_sh_simple: 0.101
  yosys.area_share.adder: 0.450
  avgSynthCellArea_um2: 8.55
  async_reset_ff_frac: 0
  synth.mux.area_fraction: 0.0297
  ff_type: "dfxtp_1"
clock_tree:
  cts_resized: 0
  htreeDepth: 2
  cts_tree: "yes"
  clkTransAtPathRegs_ns: 0.05
  clkLatencyLatePin_ns: 0.44
  clkSinkCount: 296
  cts-root-buf: "clkbuf_16"
  cts.hold.buffers_added: 0
  clk_path_buf_depth: 3
  cts_setup_buffers: 0
  cts_buffers: 38
drt:
  drt_iter0_markers: 2631
  finalWirelength_mm: 185
  via_per_inst: 5.37
  firstDrtPassIters: 8
  antenna_left: 0
  routedWlPerCell_um: 22.7
  diodes: 0
  num_vias: 43700
  drc: 0
die:
  coreArea_um2: 134000
  chipArea_um2: 138000
  fp_util: 0.406
  rows: 134
  ioPinCount: 105
  die-width_um: 371
  die_h_um: 371
global_route:
  grt_pass1_wl_mm: 279
  grt_pass1_vias: 44100
  track_usage: 0.283
  antenna_found_initial: 0
  grt_max_degree: 111
  gr-total-overflow: 0
sta:
  fin_setup_tns_ns: 0
  max_freq_mhz: 99.7
  finalSetupViolations: 0
  finClkSkew_ns: 0.00520
  finalMaxSlewViolations: 0
  worst_pin_slew_ns: 0.993
  hold_viol: 0
  period_used_share: 0.706
  fin_crit_ns: 10.03
  setup_ws_ns: 4.17
  slew_headroom: 0.333
  rsz0062_at_grt: "false"
status:
  status: "finished clean"
final_layout:
  fill_cells: 13300
  fin_util: 0.437
  final_cells: 8145
  drive_above_1_share: 0.0267
  area_growth_pct: 7.65
placement:
  gp_congestion: 1.00
  place_inst: 8078
  hpwlAfterDp_mm: 159
  io_buffers: 102
  preCtsSetupSlack_ns: 3.75
setup_path:
  cp_common_cell: "fa_1"
  rr_worst_depth: 13
  crit_type: "primary input to register"
  critPathMaxFanout: 10
  worstPathCellList: "clkdlybuf4s50_1, fa_1, inv_1, fa_1, inv_1, fa_1, fa_1, inv_1, fa_1, inv_1, fa_1, inv_1, fa_1, inv_1, ha_1, nand4_1, o31ai_1, a21oi_1, o31a_1, o311ai_0, a21oi_1, o21bai_1, mux2i_1, a21oi_1"
  required_ns: 14.50
  max_stage_delay_ns: 0.70
  cp.arrival_ns: 10.33
  endpoint_kind: "register"
  reg2reg_slack_ns: 8.65
  slowest_stage: "fa_1"
  start_kind: "primary input"
min_path:
  hold_depth: 1
  min-delay-path-class: "register to register"
run:
  warnings: 629
  drv_cap: 0
==> placed cells by master (no fill, tap or decap), types with 85 or more instances in the layout <==
cell / Yosys / layout
inv_1: 1354 / 1354
ha_1: 974 / 974
fa_1: 614 / 614
a21oi_1: 436 / 436
nor2_1: 409 / 409
dfxtp_1: 296 / 294
nand2_1: 250 / 250
o21ai_0: 201 / 201
xnor2_1: 174 / 174
a21o_1: 160 / 160
mux2i_1: 156 / 156
clkdlybuf4s50_1: 0 / 100
a211oi_1: 98 / 98
o21bai_1: 85 / 85
==> path summary, 6_finish.rpt <==
check        startpoint                  to
max            i_nv[18]           k0xnv[49]
min             div_vld            o_s1_vld
max reg2reg   k2xno[27]  qadd_inst1.res[51]
min reg2reg     div_vld            o_s1_vld
==> worst max-delay path: cells and delay by family <==
kind | cells | cell delay (ns)
AOI/OAI and AO/OA | 7 | 2.14
muxes | 1 | 0.21
and+or+nand+nor | 1 | 0.14
adders and majority gates | 8 | 4.01
buffers and inverters | 7 | 0.99
==> kinds of logic (layout without fill, tap and decap cells) <==
family          count (synthesis)  in the layout
compound gates               1358           1358
simple gates                 1150           1150
buf+inv                      1558           1573
xor+xnor                      249            249
other cells                     1              2
flops                         296            296
fa+ha+maj                    1588           1588
mux                           161            161
==> area by class of cell <==
cell class	count	area, µm²	area share
multi-input combinational	4508	42600	0.728
clock buffer	47	1020	0.0175
tap	1768	2210	0.0378
inverter	1357	5090	0.0870
sequential	296	5930	0.101
timing repair buffer	149	1390	0.0238
clock inverter	20	302	0.00515
==> flip-flops by register name, indices dropped and copies added, names as in the netlist <==
| register | cells |
|---|---|
| qadd_inst0.res | 52 |
| k2xno | 50 |
| k0xnv | 49 |
| k1xnu | 48 |
| div | 30 |
| o_s1 | 30 |
| qadd_inst1.res | 30 |
| div_vld | 1 |
| k0xnv_cpld | 1 |
| o_s1_busy | 1 |
| o_s1_error | 1 |
| o_s1_vld | 1 |
| qadd_inst0.res_vld | 1 |
| qadd_inst1.res_vld | 1 |
==> per-layer routing <==
metal | global-route usage | wire (µm) | part of all wire
met1 | 0.407 | 81700 | 0.44
met2 | 0.451 | 86500 | 0.47
met3 | 0.0542 | 10800 | 0.058
met4 | 0.0693 | 5860 | 0.032
met5 | 0.00315 | 58 | 0.00031
==> synthesized netlist by cell type, types with 69 or more instances <==
| cell | n | share of area |
|---|---|---|
| inv_1 | 1354 | 0.093 |
| ha_1 | 974 | 0.22 |
| fa_1 | 614 | 0.23 |
| a21oi_1 | 436 | 0.040 |
| nor2_1 | 409 | 0.028 |
| dfxtp_1 | 296 | 0.11 |
| nand2_1 | 250 | 0.017 |
| o21ai_0 | 201 | 0.018 |
| xnor2_1 | 174 | 0.028 |
| a21o_1 | 160 | 0.022 |
| clkbuf_1 | 158 | 0.011 |
| mux2i_1 | 156 | 0.029 |
| a211oi_1 | 98 | 0.014 |
| o21bai_1 | 85 | 0.012 |
| nor3_1 | 84 | 0.0077 |
| xor2_1 | 75 | 0.012 |
| nand4_1 | 69 | 0.0079 |
==> through the flow <==
stage	instance area [µm²]	hold slack [ns]
after detailed placement	57200	0.420
after CTS	58600	0.434
after global routing	58600	0.458
after global placement	57200	0.423
final	58600	0.429
after floorplan	54400	0.329
