==> ./design.v <==
`timescale 1ns / 1ps
module cntlz8(
    input [7:0] i,
    output reg [3:0] o
);
  always @(i)
    case (i)
    8'b00000000:  o = 8;
    8'b00000001:  o = 7;
    8'b00000010:  o = 6;
    8'b00000011:  o = 6;
    8'b00000100:  o = 5;
    8'b00000101:  o = 5;
    8'b00000110:  o = 5;
    8'b00000111:  o = 5;
    8'b00001000:  o = 4;
    8'b00001001:  o = 4;
    8'b00001010:  o = 4;
    8'b00001011:  o = 4;
    8'b00001100:  o = 4;
    8'b00001101:  o = 4;
    8'b00001110:  o = 4;
    8'b00001111:  o = 4;
    8'b00010000:  o = 3;
    8'b00010001:  o = 3;
    8'b00010010:  o = 3;
    8'b00010011:  o = 3;
    8'b00010100:  o = 3;
    8'b00010101:  o = 3;
    8'b00010110:  o = 3;
    8'b00010111:  o = 3;
    8'b00011000:  o = 3;
    8'b00011001:  o = 3;
    8'b00011010:  o = 3;
    8'b00011011:  o = 3;
    8'b00011100:  o = 3;
    8'b00011101:  o = 3;
    8'b00011110:  o = 3;
    8'b00011111:  o = 3;
    8'b00100000:  o = 2;
    8'b00100001:  o = 2;
    8'b00100010:  o = 2;
    8'b00100011:  o = 2;
    8'b00100100:  o = 2;
    8'b00100101:  o = 2;
    8'b00100110:  o = 2;
    8'b00100111:  o = 2;
    8'b00101000:  o = 2;
    8'b00101001:  o = 2;
    8'b00101010:  o = 2;
    8'b00101011:  o = 2;
    8'b00101100:  o = 2;
    8'b00101101:  o = 2;
    8'b00101110:  o = 2;
    8'b00101111:  o = 2;
    8'b00110000:  o = 2;
    8'b00110001:  o = 2;
    8'b00110010:  o = 2;
    8'b00110011:  o = 2;
    8'b00110100:  o = 2;
    8'b00110101:  o = 2;
    8'b00110110:  o = 2;
    8'b00110111:  o = 2;
    8'b00111000:  o = 2;
    8'b00111001:  o = 2;
    8'b00111010:  o = 2;
    8'b00111011:  o = 2;
    8'b00111100:  o = 2;
    8'b00111101:  o = 2;
    8'b00111110:  o = 2;
    8'b00111111:  o = 2;
    8'b01000000:  o = 1;
    8'b01000001:  o = 1;
    8'b01000010:  o = 1;
    8'b01000011:  o = 1;
    8'b01000100:  o = 1;
    8'b01000101:  o = 1;
    8'b01000110:  o = 1;
    8'b01000111:  o = 1;
    8'b01001000:  o = 1;
    8'b01001001:  o = 1;
    8'b01001010:  o = 1;
    8'b01001011:  o = 1;
    8'b01001100:  o = 1;
    8'b01001101:  o = 1;
    8'b01001110:  o = 1;
    8'b01001111:  o = 1;
    8'b01010000:  o = 1;
    8'b01010001:  o = 1;
    8'b01010010:  o = 1;
    8'b01010011:  o = 1;
    8'b01010100:  o = 1;
    8'b01010101:  o = 1;
    8'b01010110:  o = 1;
    8'b01010111:  o = 1;
    8'b01011000:  o = 1;
    8'b01011001:  o = 1;
    8'b01011010:  o = 1;
    8'b01011011:  o = 1;
    8'b01011100:  o = 1;
    8'b01011101:  o = 1;
    8'b01011110:  o = 1;
    8'b01011111:  o = 1;
    8'b01100000:  o = 1;
    8'b01100001:  o = 1;
    8'b01100010:  o = 1;
    8'b01100011:  o = 1;
    8'b01100100:  o = 1;
    8'b01100101:  o = 1;
    8'b01100110:  o = 1;
    8'b01100111:  o = 1;
    8'b01101000:  o = 1;
    8'b01101001:  o = 1;
    8'b01101010:  o = 1;
    8'b01101011:  o = 1;
    8'b01101100:  o = 1;
    8'b01101101:  o = 1;
    8'b01101110:  o = 1;
    8'b01101111:  o = 1;
    8'b01110000:  o = 1;
    8'b01110001:  o = 1;
    8'b01110010:  o = 1;
    8'b01110011:  o = 1;
    8'b01110100:  o = 1;
    8'b01110101:  o = 1;
    8'b01110110:  o = 1;
    8'b01110111:  o = 1;
    8'b01111000:  o = 1;
    8'b01111001:  o = 1;
    8'b01111010:  o = 1;
    8'b01111011:  o = 1;
    8'b01111100:  o = 1;
    8'b01111101:  o = 1;
    8'b01111110:  o = 1;
    8'b01111111:  o = 1;
    8'b10000000:  o = 0;
    8'b10000001:  o = 0;
    8'b10000010:  o = 0;
    8'b10000011:  o = 0;
    8'b10000100:  o = 0;
    8'b10000101:  o = 0;
    8'b10000110:  o = 0;
    8'b10000111:  o = 0;
    8'b10001000:  o = 0;
    8'b10001001:  o = 0;
    8'b10001010:  o = 0;
    8'b10001011:  o = 0;
    8'b10001100:  o = 0;
    8'b10001101:  o = 0;
    8'b10001110:  o = 0;
    8'b10001111:  o = 0;
    8'b10010000:  o = 0;
    8'b10010001:  o = 0;
    8'b10010010:  o = 0;
    8'b10010011:  o = 0;
    8'b10010100:  o = 0;
    8'b10010101:  o = 0;
    8'b10010110:  o = 0;
    8'b10010111:  o = 0;
    8'b10011000:  o = 0;
    8'b10011001:  o = 0;
    8'b10011010:  o = 0;
    8'b10011011:  o = 0;
    8'b10011100:  o = 0;
    8'b10011101:  o = 0;
    8'b10011110:  o = 0;
    8'b10011111:  o = 0;
    8'b10100000:  o = 0;
    8'b10100001:  o = 0;
    8'b10100010:  o = 0;
    8'b10100011:  o = 0;
    8'b10100100:  o = 0;
    8'b10100101:  o = 0;
    8'b10100110:  o = 0;
    8'b10100111:  o = 0;
    8'b10101000:  o = 0;
    8'b10101001:  o = 0;
    8'b10101010:  o = 0;
    8'b10101011:  o = 0;
    8'b10101100:  o = 0;
    8'b10101101:  o = 0;
    8'b10101110:  o = 0;
    8'b10101111:  o = 0;
    8'b10110000:  o = 0;
    8'b10110001:  o = 0;
    8'b10110010:  o = 0;
    8'b10110011:  o = 0;
    8'b10110100:  o = 0;
    8'b10110101:  o = 0;
    8'b10110110:  o = 0;
    8'b10110111:  o = 0;
    8'b10111000:  o = 0;
    8'b10111001:  o = 0;
    8'b10111010:  o = 0;
    8'b10111011:  o = 0;
    8'b10111100:  o = 0;
    8'b10111101:  o = 0;
    8'b10111110:  o = 0;
    8'b10111111:  o = 0;
    8'b11000000:  o = 0;
    8'b11000001:  o = 0;
    8'b11000010:  o = 0;
    8'b11000011:  o = 0;
    8'b11000100:  o = 0;
    8'b11000101:  o = 0;
    8'b11000110:  o = 0;
    8'b11000111:  o = 0;
    8'b11001000:  o = 0;
    8'b11001001:  o = 0;
    8'b11001010:  o = 0;
    8'b11001011:  o = 0;
    8'b11001100:  o = 0;
    8'b11001101:  o = 0;
    8'b11001110:  o = 0;
    8'b11001111:  o = 0;
    8'b11010000:  o = 0;
    8'b11010001:  o = 0;
    8'b11010010:  o = 0;
    8'b11010011:  o = 0;
    8'b11010100:  o = 0;
    8'b11010101:  o = 0;
    8'b11010110:  o = 0;
    8'b11010111:  o = 0;
    8'b11011000:  o = 0;
    8'b11011001:  o = 0;
    8'b11011010:  o = 0;
    8'b11011011:  o = 0;
    8'b11011100:  o = 0;
    8'b11011101:  o = 0;
    8'b11011110:  o = 0;
    8'b11011111:  o = 0;
    8'b11100000:  o = 0;
    8'b11100001:  o = 0;
    8'b11100010:  o = 0;
    8'b11100011:  o = 0;
    8'b11100100:  o = 0;
    8'b11100101:  o = 0;
    8'b11100110:  o = 0;
    8'b11100111:  o = 0;
    8'b11101000:  o = 0;
    8'b11101001:  o = 0;
    8'b11101010:  o = 0;
    8'b11101011:  o = 0;
    8'b11101100:  o = 0;
    8'b11101101:  o = 0;
    8'b11101110:  o = 0;
    8'b11101111:  o = 0;
    8'b11110000:  o = 0;
    8'b11110001:  o = 0;
    8'b11110010:  o = 0;
    8'b11110011:  o = 0;
    8'b11110100:  o = 0;
    8'b11110101:  o = 0;
    8'b11110110:  o = 0;
    8'b11110111:  o = 0;
    8'b11111000:  o = 0;
    8'b11111001:  o = 0;
    8'b11111010:  o = 0;
    8'b11111011:  o = 0;
    8'b11111100:  o = 0;
    8'b11111101:  o = 0;
    8'b11111110:  o = 0;
    8'b11111111:  o = 0;
    endcase
endmodule
module cntlz16(
  input [15:0] i,
  output [4:0] o
);
  wire [3:0] cnt1, cnt2;
  cntlz8 u1 (i[ 7:0],cnt1);
  cntlz8 u2 (i[15:8],cnt2);
  assign o = cnt2[3] ? cnt1 + 4'h8 : cnt2;
endmodule
module cntlz24(
  input [23:0] i,
  output [4:0] o
);
  wire [3:0] cnt1, cnt2, cnt3;
  cntlz8 u1 (i[ 7: 0],cnt1);
  cntlz8 u2 (i[15: 8],cnt2);
  cntlz8 u3 (i[23:16],cnt3);
  assign o =
    !cnt3[3] ? cnt3 :
    !cnt2[3] ? cnt2 + 5'd8 :
     cnt1 + 5'd16;
endmodule
module cntlz32(
  input [31:0] i,
  output [5:0] o
);
  wire [3:0] cnt1, cnt2, cnt3, cnt4;
  cntlz8 u1 (i[ 7: 0],cnt1);
  cntlz8 u2 (i[15: 8],cnt2);
  cntlz8 u3 (i[23:16],cnt3);
  cntlz8 u4 (i[31:24],cnt4);
  assign o =
    !cnt4[3] ? cnt4 :
    !cnt3[3] ? cnt3 + 6'd8 :
    !cnt2[3] ? cnt2 + 6'd16 :
     cnt1 + 6'd24;
endmodule
module cntlz48(
  input [47:0] i,
  output [5:0] o
);
  wire [4:0] cnt1, cnt2, cnt3;
  cntlz16 u1 (i[15: 0],cnt1);
  cntlz16 u2 (i[31:16],cnt2);
  cntlz16 u3 (i[47:32],cnt3);
  assign o =
    !cnt3[4] ? cnt3 :
    !cnt2[4] ? cnt2 + 7'd16 :
     cnt1 + 7'd32;
endmodule
module cntlz64(
  input [63:0] i,
  output [6:0] o
);
  wire [4:0] cnt1, cnt2, cnt3, cnt4;
  cntlz16 u1 (i[15: 0],cnt1);
  cntlz16 u2 (i[31:16],cnt2);
  cntlz16 u3 (i[47:32],cnt3);
  cntlz16 u4 (i[63:48],cnt4);
  assign o =
    !cnt4[4] ? cnt4 :
    !cnt3[4] ? cnt3 + 7'd16 :
    !cnt2[4] ? cnt2 + 7'd32 :
     cnt1 + 7'd48;
endmodule
module cntlz32Reg(
  input clk,
  input ce,
  input [31:0] i,
  output reg [5:0] o
);
  wire [5:0] o1;
  cntlz32 u1 (i,o1);
  always @(posedge clk)
    if (ce) o <= o1;
endmodule
module cntlz64Reg(
  input clk,
  input ce,
  input [63:0] i,
  output reg [6:0] o
);
  wire [6:0] o1;
  cntlz64 u1 (i,o1);
  always @(posedge clk)
    if (ce) o <= o1;
endmodule
module cntlo8(
  input [7:0] i,
  output [3:0] o
);
  cntlz8 u1 (~i,o);
endmodule
module cntlo16(
  input [15:0] i,
  output [4:0] o
);
  cntlz16 u1 (~i,o);
endmodule
module cntlo32(
  input [31:0] i,
  output [5:0] o
);
  cntlz32 u1 (~i,o);
endmodule
module cntlo48(
  input [47:0] i,
  output [5:0] o
);
  cntlz48 u1 (~i,o);
endmodule
module cntlo64(
  input [63:0] i,
  output [6:0] o
);
  cntlz64 u1 (~i,o);
endmodule
`timescale 1ns / 1ps
module delay
#(parameter WID = 1)
(
    input clk,
    input ce,
    input [WID:1] i,
    output reg [WID:1] o
);
  always @(posedge clk)
    if (ce) o <= i;
endmodule
`timescale 1ns / 1ps
module int2float
#(  parameter WID = 32)
(
    input            clk,
    input            ce,
    input  [2:0]     rm,       
    input  [WID-1:0] i,           
    output [WID-1:0] o,          
    output           o_vld
);
localparam MSB  = WID - 1;
localparam EMSB = WID == 64 ? 10 : 7;
localparam FMSB = WID == 64 ? 51 : 22;
wire [EMSB:0] zeroXp = {EMSB{1'b1}};
wire iz;       
wire [MSB:0] imag;   
wire [MSB:0] imag1 = i[MSB] ? -i : i;
wire [6:0] lz;     
wire [EMSB:0] wd;  
wire so;       
wire [1:0] rmd;
delay #(2)   u0 (.clk(clk), .ce(ce), .i(rm),     .o(rmd) );
delay #(1)   u1 (.clk(clk), .ce(ce), .i(i==0),   .o(iz) );
delay #(WID) u2 (.clk(clk), .ce(ce), .i(imag1),  .o(imag) );
delay #(1)   u3 (.clk(clk), .ce(ce), .i(i[MSB]), .o(so) );
delay #(1)   u4 (.clk(clk), .ce(1),  .i(ce),     .o(o_vld) );
generate
    if (WID==64) begin
        cntlz64Reg    u4 (.clk(clk), .ce(ce), .i(imag1), .o(lz) );
    end else begin
        cntlz32Reg    u4 (.clk(clk), .ce(ce), .i(imag1), .o(lz) );
        assign lz[6]=1'b0;
    end
endgenerate
assign wd = zeroXp - 1 + WID - lz;   
wire [EMSB:0] xo = iz ? 0 : wd;
wire [MSB:0] simag = imag << lz;     
wire g =  simag[EMSB+2];   
wire r =  simag[EMSB+1];   
wire s = |simag[EMSB:0];   
reg rnd;
always @(rmd,g,r,s,so)
  case (rmd)
  3'd0: rnd = (g & r) | (r & s);   
  3'd1: rnd = 0;           
  3'd2: rnd = (r | s) & !so;     
  3'd3: rnd = (r | s) & so;      
  default: rnd = 0;          
  endcase
wire [FMSB:0] mo = simag[MSB-1:EMSB+1]+rnd;
assign o = {so,xo,mo};
endmodule
==> ./run.sh <==
#!/bin/bash
# OpenROAD 26Q1-2900-gdf79404cd8, Yosys 0.63+post, stock flow scripts
make -C /OpenROAD-flow-scripts/flow DESIGN_CONFIG=/design/flow/config.mk WORK_HOME=/design/flow/orfs finish
==> ./config.mk <==
export PLATFORM = sky130hd
export DESIGN_NAME = int2float
export DESIGN_NICKNAME = int2float
export VERILOG_FILES = /design/flow/design.v
export SDC_FILE = /design/flow/constraint.sdc
export NUM_CORES = 4
export LEC_CHECK = 1
export CORE_UTILIZATION = 50
==> ./constraint.sdc <==
current_design int2float

set clk_period 14.2
set clk_io_pct 0.2

create_clock -name clk0 -period $clk_period [get_ports {clk}]

set non_clock_inputs [all_inputs -no_clocks]
set_input_delay [expr $clk_period * $clk_io_pct] -clock clk0 $non_clock_inputs
set_output_delay [expr $clk_period * $clk_io_pct] -clock clk0 [all_outputs]
==> Slide: Implementation Results <==
Run Summary

Final timing
  – Setup violators final: 0
  – Setup TNS Final: 0 ps
  – Max Slew Vio Count: 0
  – Achievable Freq: 127.1 MHz
  – Final hold slack: 3052 ps
  – Final cycle utilization of the critical path: 55.40%
  – Final worst path period need: 7866 ps
  – Final Hold Fails: 0
  – Worst slew pin tran: 735.9 ps
  – Slew headroom: 50.64%
  – RSZ-0062 raised after global routing: no

Route
  – Routed wl met2: 6674 um
  – Met3 Routed Length: 804 um
  – DR WL/cell: 18.09 um
  – Detailed Route WL: 14,440 um
  – Ant. Diodes: 0
  – TritonRoute pass-1 iters: 4
  – Routed Antenna Nets: 0
  – Vias per inst: 6.417
  – Initial drt markers: 307
  – M1 WL: 6336 um
  – # DRC: 0
  – Via count: 5,121
  – Uppermost routed layer: met4

Synthesis
  – Synth warnings: 9
  – EDFF count, synth: 41
  – Area leader, netlist: edfxtp_1
  – Registers, synthesis: 42
  – Top post-synthesis cells by count: nand2_1 (61), nor2_1 (58), edfxtp_1 (41)
  – Largest type area fraction: 21.27%
  – Yosys chip area: 5788 um2
  – Mean post-synth cell area: 9.217 um2
  – Seq share, synth: 21.62%
  – Syn Std Cell Area: 5788 um2
  – Yosys Instances: 628
  – Main area contributors: edfxtp_1 (21%), mux4_2 (14%), xnor2_1 (5.1%)
  – Yosys top cell by instances: nand2_1
  – Dominant Register Cell: edfxtp_1
  – Post-synth ARST share: 0%
  – Distinct lib cells: 85
  – Synthesized instance count: 628

Clock network
  – Root Driver: clkbuf_16
  – Clock tree buffer depth: 2
  – Clk sinks: 42
  – Clock slew at reported path FFs: 60 ps
  – CTS buffer count: 5
  – H-tree depth: 2
  – # hold bufs at CTS: 0
  – CTS tree: done
  – CTS resizes: 0
  – Setup bufs post-CTS: 0

Run status
  – Status: completed

Cells and area
  – Comb area: 4099 um2
  – Flop area: 1251 um2
  – P&R area growth vs syn: 12.39%
  – Filler cell count: 954
  – Non-filler cells, final: 798
  – Core Util, Final: 58.72%
  – Layout cells sized above 1: 14.59%

Critical path
  – Arrival time worst endpoint: 5030 ps
  – Largest delay share family, worst path: buffers and inverters
  – CP max stage cell: or4_1
  – CP Capture Type: primary output
  – Buffer and inverter count on the worst path: 4
  – CP Launch Point: genblk1.u4.o[0]
  – Slowest stage delay, CP: 670 ps
  – Startpoint Class: flop
  – Crit-path cells: buf_4, inv_1, mux2_2, mux2i_1, nor3_1, o21ai_0, o31a_1, o21ai_0, a21oi_1, ha_1, ha_1, inv_1, or4_1, nor4_4, nand3_1, xnor2_1, clkdlybuf4s50_1
  – WP depth: 17
  – Crit Path Category: flop to primary output
  – CP required: 11,360 ps
  – Crit path to: o[22]
  – Crit-path max FO: 44

Floorplan
  – Die x size: 109.6 um
  – I/O pins: 70
  – Die height: 109.6 um
  – Core Rows: 38
  – Chip area: 12,010 um2
  – Initial core utilization: 52.25%
  – Core Box Area: 11,080 um2

Global routing
  – Tot GR Track Use: 26.46%
  – Largest net degree at the start of global routing: 57
  – First-pass GRT wire length: 23,340 um
  – Antenna violations before repair: 0
  – Grt ovf: 0
  – Vias in the first global route: 4,557

Run
  – Max cap viols: 0
  – Count of tool warnings: 27

Place
  – Routability cong.: 0.9156
  – Post-DP HPWL: 11,140 um
  – Dpl cells: 790
  – Port Buffers: 68

Power and ir drop
  – PwrDens: 80.16 nW/um2
  – Design Power: 0.5214 mW
  – Leak pwr: 2.175 nW
  – VDD IR-drop max: 45.82 uV

Hold path
  – Worst hold path class: input pin to flop
[through the flow]
step                      setup slack [ps]  cell area, um2
after floorplan                       7648            5788
after global routing                  5883            6505
after CTS                             6271            6505
after detailed placement              6606            6339
final                                 6334            6505
after global placement                6637            6339
[report_power, final]
group	internal (mW)	switching [mW]	leakage (nW)
Clock	0.0830	0.0467	0.0771
Combinational	0.111	0.114	1.69
Sequential	0.151	0.0158	0.408
Total	0.345	0.176	2.17
[layout by cell type, fill, tap and decap left out, types with 20 or more instances in the layout]
| cell | synthesis | routed |
|---|---|---|
| clkdlybuf4s50_1 | 0 | 66 |
| edfxtp_1 | 41 | 41 |
| inv_1 | 22 | 22 |
| mux2i_1 | 22 | 22 |
| mux4_2 | 37 | 37 |
| nand2_1 | 61 | 61 |
| nor2_1 | 58 | 58 |
| nor3_1 | 20 | 20 |
| o21ai_0 | 23 | 23 |
| xnor2_1 | 34 | 34 |
[layout make-up]
cell class	count	area share [%]
multi-input combinational	510	63.01
sequential	42	19.23
timing repair buffer	76	11.23
tap	140	2.693
clock buffer	6	1.981
inverter	22	1.269
clock inverter	2	0.5770
[metal layers]
| metal | global-route usage [%] | vias up |
|---|---|---|
| met2 | 41.78 | 200 |
| met1 | 38.69 | 2387 |
| met3 | 4.592 | 37 |
| met5 | 0 | - |
| met4 | 9.048 | 0 |
| li1 | - | 2497 |
[registers in the layout, indices dropped and copies added, names as in the netlist]
signal	flops
u0.o	2
u1.o	1
u2.o	31
genblk1.u4.o	6
u3.o	1
u4.o	1
[logic make-up after synthesis]
logic type	Yosys count	synth area share, %
multiplexers	72	21.77
AND/OR/NAND/NOR	248	23.26
AND-OR/OR-AND	134	17.06
adder cells (fa/ha/maj)	4	0.8647
buffers and inverters	76	7.566
flip-flops	42	21.62
XOR/XNOR	52	7.869
[how the worst min path moves through the flow]
stage,startpoint,to,slack [ps],cells past startpoint
CTS,ce,u4.o,3060,2
global route,ce,u4.o,3090,2
finish,ce,u4.o,3050,2
No activity file was given, so power comes from the tool's default toggle rates.
