==> ./design.v <==
module float2int #(parameter WID = 32)
(
    input clk,
    input ce,
    input  [WID-1:0] i,
    output [WID-1:0] o,
    output overflow
);
localparam MSB = WID-1;
localparam EMSB =
          WID==80 ? 14 :
          WID==64 ? 10 :
          WID==52 ? 10 :
          WID==48 ? 10 :
          WID==44 ? 10 :
          WID==42 ? 10 :
          WID==40 ?  9 :
          WID==32 ?  7 :
          WID==24 ?  6 : 4;
localparam FMSB =
          WID==80 ? 63 :
          WID==64 ? 51 :
          WID==52 ? 39 :
          WID==48 ? 35 :
          WID==44 ? 31 :
          WID==42 ? 29 :
          WID==40 ? 28 :
          WID==32 ? 22 :
          WID==24 ? 15 : 9;
wire [MSB:0] maxInt  = {MSB{1'b1}};    
wire [EMSB:0] zeroXp = {EMSB{1'b1}};   
reg sgn;                   
always @(posedge clk)
    if (ce) sgn = i[MSB];
wire [EMSB:0] exp = i[MSB-1:FMSB+1];     
wire [FMSB+1:0] man = {exp!=0,i[FMSB:0]};  
wire iz = i[MSB-1:0]==0;           
assign overflow  = exp - zeroXp > MSB;     
wire underflow = exp < zeroXp - 1;       
wire [6:0] shamt = MSB - (exp - zeroXp);   
wire [MSB+1:0] o1 = {man,{EMSB+1{1'b0}},1'b0} >> shamt;  
wire [MSB:0] o2 = o1[MSB+1:1] + o1[0];     
reg [MSB:0] o3;
always @(posedge clk)
    if (ce) begin
        if (underflow|iz)
          o3 <= 0;
        else if (overflow)
          o3 <= maxInt;
        else if (exp==zeroXp-1)
          o3 <= 1;
        else
          o3 <= o2;
    end
assign o =  {sgn,o3[MSB-1:0]};
endmodule
==> ./run.sh <==
#!/bin/bash
# OpenROAD 26Q1-2900-gdf79404cd8, Yosys 0.63+post, stock flow scripts
make -C /OpenROAD-flow-scripts/flow DESIGN_CONFIG=/design/flow/config.mk WORK_HOME=/design/flow/orfs finish
==> ./config.mk <==
export PLATFORM = sky130hd
export DESIGN_NAME = float2int
export DESIGN_NICKNAME = float2int
export VERILOG_FILES = /design/flow/design.v
export SDC_FILE = /design/flow/constraint.sdc
export NUM_CORES = 4
export LEC_CHECK = 1
export CORE_UTILIZATION = 50
==> ./constraint.sdc <==
current_design float2int

set clk_period 11.5
set clk_io_pct 0.2

create_clock -name clk0 -period $clk_period [get_ports {clk}]

set non_clock_inputs [all_inputs -no_clocks]
set_input_delay [expr $clk_period * $clk_io_pct] -clock clk0 $non_clock_inputs
set_output_delay [expr $clk_period * $clk_io_pct] -clock clk0 [all_outputs]
==> tab_implementation.tex <==
% Generated from flow reports
\begin{tabular}{lr}
\hline
Metric & Value \\
\hline
\multicolumn{2}{l}{\textbf{Synth}} \\
Top logic cell family in the synthesized netlist & simple AND/OR/NAND/NOR gates \\
Avg Synthesized Cell Area & 8.84 sq um \\
Tally of unique sky130hd cells used after synthesis & 72 \\
FFs w/ async S/R, synth & 0\% \\
Most common flop cell mapped by yosys & sky130\_fd\_sc\_hd\_\_edfxtp\_1 \\
Number of register bits inferred by synthesis & 32 \\
Fraction of the mapped netlist area in adder cells & 2.16\% \\
Sequential-to-total area share from yosys stat & 23.7\% \\
MUX area fraction & 18.1\% \\
Flip-flops with a built-in enable & 32 \\
Yosys stat chip area & 4060 sq um \\
Cell count in the Yosys report & 459 \\
Count of mapped cells out of synthesis & 459 \\
Share of synthesized cell area in and, or, nand and nor gates & 23.8\% \\
Yosys warning count & 1 \\
Aoi/oai-family share of the synthesized area & 20.7\% \\
XOR/XNOR Fraction of Synth Area & 5.40\% \\
Post-synthesis cell area & 4060 sq um \\
\multicolumn{2}{l}{\textbf{Worst hold path}} \\
Hold Crit Endpoint & sgn \\
Number of cells traversed by the worst hold path & 1 \\
Hold Crit Class & primary input to flop \\
Hold Crit Start & i[31] \\
\multicolumn{2}{l}{\textbf{Layout}} \\
Fraction of final layout cells with drive strength greater than 1 & 15.0\% \\
Area added between synthesis and finish & 18.5\% \\
Fillers & 675 \\
Finished layout cell area & 4810 sq um \\
Post-layout utilization of the core & 61.9\% \\
\multicolumn{2}{l}{\textbf{Detailed routing}} \\
Final wirelength & 11,700 um \\
Per-cell via count in the routed design & 6.42 \\
Post-route antenna net violation count & 0 \\
\# diodes & 0 \\
TritonRoute pass-1 iters & 5 \\
Count of vias placed by the detailed router & 3,906 \\
Remaining DRCs & 0 \\
Post-detailed-route wirelength per cell & 19.2 um \\
Violation tally from detailed-route iteration zero & 331 \\
\multicolumn{2}{l}{\textbf{Die}} \\
Initial core utilization & 52.2\% \\
Num rows & 32 \\
X dimension of the die & 92.1 um \\
Die area & 8480 sq um \\
Die height & 92.1 um \\
Placeable core region & 7770 sq um \\
Number of placed I/O pins & 67 \\
\multicolumn{2}{l}{\textbf{Worst setup path}} \\
Element type at the critical path start & primary input \\
Highest net fanout along the worst path & 42 \\
WP data arrival & 5.30 ns \\
Type of element capturing the critical path & output port \\
Path type of the worst setup path & primary input to output port \\
Critical Path Start & i[23] \\
CP Data Required Time & 9.20 ns \\
\multicolumn{2}{l}{\textbf{Final timing}} \\
Final worst-path cycle share & 66.1\% \\
Max-slew headroom & 45.3\% \\
Unrepaired setup endpoints after global routing & no \\
Total count of hold-check failures in the final report & 0 \\
Max frequency & 132 MHz \\
Final Worst Setup Slack & 3.90 ns \\
Worst Tran Pin Value & 0.821 ns \\
Final number of max-transition violations & 0 \\
Final Critical Period & 7.60 ns \\
Final count of negative-setup-slack endpoints & 0 \\
Setup Total Neg Slack & 0 ns \\
\multicolumn{2}{l}{\textbf{Power and ir drop}} \\
Design Power & 0.000443 W \\
Power density over the cells & 92.2 nW/um\^{}2 \\
Maximum vdd ir drop & 0.0569 mV \\
Leak pwr & 1.66 nW \\
\multicolumn{2}{l}{\textbf{GRT}} \\
Wire length of the first global-routing pass & 18,700 um \\
Via count of the first global-routing pass & 3,488 \\
Largest net degree at the start of global routing & 43 \\
Sum of overflow across all layers after global routing & 0 \\
Tot GR Track Use & 29.4\% \\
Antenna violations before repair & 0 \\
\multicolumn{2}{l}{\textbf{Flow run}} \\
Tally of OpenROAD warnings & 30 \\
Max Cap Violations & 0 \\
\multicolumn{2}{l}{\textbf{Clock network}} \\
Number of resized instances in the post-cts repair step & 0 \\
Clock slew seen by the registers of the worst setup and hold paths & 0.07 ns \\
Clock sinks & 32 \\
Setup repair bufs after CTS & 0 \\
Number of levels in the clock H-tree & 2 \\
Maximum count of clock buffers along a single path & 2 \\
Number of buffers inserted during clock tree synthesis & 5 \\
Clock root cell & sky130\_fd\_sc\_hd\_\_clkbuf\_8 \\
Hold buffers post-CTS & 0 \\
Clock tree from TritonCTS & done \\
\multicolumn{2}{l}{\textbf{Place}} \\
Final weighted congestion in routability-driven placement & 0.954 \\
Area of placed instances & 4700 sq um \\
Number of buffer cells added on primary ports & 66 \\
Placement Setup Slack & 3.96 ns \\
Hpwl dp & 8780 um \\
\multicolumn{2}{l}{\textbf{Status}} \\
Outcome & finished clean \\
\hline
\end{tabular}
==> registers in the layout, indices dropped and copies added, names as in the netlist <==
name and count:
o3 31, sgn 1
==> metal layers <==
metal	part of all wire [%]	track usage, %	up-vias	routed length [um]
met4	2.5	6.51	0	286
met2	46	45.3	163	5350
met5	0	0	-	0
met1	46	45.8	1836	5340
met3	5.8	3.80	24	675
li1	-	-	1883	-
==> layout make-up <==
type	instances	area, sq um	share of cell area [%]
multi-input combinational	383	2860	59.4
sequential	32	961	20.0
timing repair buffer	76	731	15.2
tap	102	128	2.65
clock buffer	5	68.8	1.43
clock inverter	3	37.5	0.781
inverter	7	26.3	0.546
==> cell usage in the layout, fill, tap and decap left out, types with 6 or more instances in the layout <==
| cell type | n |
|---|---|
| sky130_fd_sc_hd__and3_1 | 8 |
| sky130_fd_sc_hd__ha_1 | 7 |
| sky130_fd_sc_hd__o21ai_0 | 20 |
| sky130_fd_sc_hd__a211oi_1 | 7 |
| sky130_fd_sc_hd__mux2i_1 | 17 |
| sky130_fd_sc_hd__a31oi_1 | 10 |
| sky130_fd_sc_hd__or4_1 | 6 |
| sky130_fd_sc_hd__a21oi_1 | 25 |
| sky130_fd_sc_hd__mux2_2 | 26 |
| sky130_fd_sc_hd__nor2_1 | 37 |
| sky130_fd_sc_hd__edfxtp_1 | 32 |
| sky130_fd_sc_hd__xor2_1 | 11 |
| sky130_fd_sc_hd__nor4_1 | 9 |
| sky130_fd_sc_hd__and2_1 | 6 |
| sky130_fd_sc_hd__xnor2_1 | 8 |
| sky130_fd_sc_hd__nor3_1 | 13 |
| sky130_fd_sc_hd__nand2_1 | 36 |
| sky130_fd_sc_hd__clkdlybuf4s50_1 | 65 |
| sky130_fd_sc_hd__nand4_1 | 9 |
| sky130_fd_sc_hd__nand3_1 | 23 |
| sky130_fd_sc_hd__mux4_2 | 12 |
| sky130_fd_sc_hd__o31ai_1 | 8 |
| sky130_fd_sc_hd__buf_4 | 10 |
| sky130_fd_sc_hd__inv_1 | 6 |
==> stage by stage <==
stage | hold WS (ns) | cells
6_report | 2.58 | 608
5_1_grt | 2.60 | 608
4_1_cts | 2.59 | 608
3_5_place_dp | 2.87 | 600
3_3_place_gp | 2.86 | 600
2_1_floorplan | 2.40 | 459
==> cells by family after synthesis <==
group | after synthesis
xor+xnor | 22
simple gates | 180
fa+ha+maj | 7
buf+inv | 44
mux | 55
compound gates | 119
flops | 32
==> worst max-delay path, cell delays in order <==
cell	delay [ns]
sky130_fd_sc_hd__buf_2	0.62
sky130_fd_sc_hd__ha_1	0.67
sky130_fd_sc_hd__nand4_1	0.31
sky130_fd_sc_hd__nor2_1	0.16
sky130_fd_sc_hd__a21o_1	0.51
sky130_fd_sc_hd__inv_1	0.24
sky130_fd_sc_hd__clkdlybuf4s50_1	0.47
==> synth_stat cells, types with 10 or more instances <==
library cell / number / area (sq um)
sky130_fd_sc_hd__nand3_1: 23 / 115
sky130_fd_sc_hd__xor2_1: 11 / 96.3
sky130_fd_sc_hd__a21oi_1: 25 / 125
sky130_fd_sc_hd__nor3_1: 13 / 65.1
sky130_fd_sc_hd__mux2i_1: 17 / 170
sky130_fd_sc_hd__mux4_2: 12 / 270
sky130_fd_sc_hd__nor2_1: 37 / 139
sky130_fd_sc_hd__o21ai_0: 20 / 100
sky130_fd_sc_hd__mux2_2: 26 / 293
sky130_fd_sc_hd__edfxtp_1: 32 / 961
sky130_fd_sc_hd__buf_2: 12 / 60.1
sky130_fd_sc_hd__clkbuf_1: 10 / 37.5
sky130_fd_sc_hd__a31oi_1: 10 / 62.6
sky130_fd_sc_hd__nand2_1: 36 / 135
==> report_power, final <==
part	switching [W]	internal, W
Combinational	0.000108	0.0000872
Clock	0.0000412	0.0000630
Sequential	0.00000263	0.000141
Total	0.000152	0.000291
==> worst max-delay path by stage <==
| stage | to |
|---|---|
| finish | overflow |
| global route | overflow |
| CTS | overflow |
Power figures rest on the tool's default switching activity, not on a simulated workload.
